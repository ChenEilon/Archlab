--- flow/design.v ---
module halfadder(a,b,sum,carry);
  input a,b;
  output sum, carry;
  wire sum, carry;
  xor g0(sum, a, b);
  and g1(carry, a, b);
endmodule
module fulladder(sum, co, a, b, ci);
  input   a, b, ci;
  output  sum, co;
  wire hadd1_sum;
  wire hadd1_co;
  wire hadd2_sum;
  wire hadd2_co;
  halfadder hadd1(a, b, hadd1_sum, hadd1_co);
  halfadder hadd2(ci, hadd1_sum, hadd2_sum, hadd2_co);
  assign sum = hadd2_sum;
  or g0(co, hadd1_co, hadd2_co);
endmodule
module  add4( sum, co, a, b, ci);
  input   [3:0] a, b;
  input   ci;
  output  [3:0] sum;
  output  co;
  wire cin2;
  wire cin3;
  wire cin4;
  fulladder fAdd1( sum[0], cin2, a[0], b[0], ci);
  fulladder fAdd2( sum[1], cin3, a[1], b[1], cin2);
  fulladder fAdd3( sum[2], cin4, a[2], b[2], cin3);
  fulladder fAdd4( sum[3], co, a[3], b[3], cin4);
endmodule
module	addsub( result, operand_a, operand_b, mode );
	input	[3:0]	operand_a, operand_b;
	input	mode;
	output	[3:0]	result;
	wire co;
	wire	[3:0]	xor_b;
	xor	g0(xor_b[0], operand_b[0], mode);
	xor	g1(xor_b[1], operand_b[1], mode);
	xor	g2(xor_b[2], operand_b[2], mode);
	xor	g3(xor_b[3], operand_b[3], mode);
	add4	m1(
		.sum(result),
		.co(co),
		.a(operand_a),	 
		.b(xor_b),	
		.ci(mode)
	);	
endmodule
--- flow/constraint.sdc ---
current_design addsub

set clk_period 4.0
set clk_io_pct 0.2

create_clock -name clk0 -period $clk_period

set non_clock_inputs [all_inputs -no_clocks]
set_input_delay [expr $clk_period * $clk_io_pct] -clock clk0 $non_clock_inputs
set_output_delay [expr $clk_period * $clk_io_pct] -clock clk0 [all_outputs]
--- flow/run.sh ---
#!/bin/bash
# OpenROAD 26Q1-2900-gdf79404cd8, Yosys 0.63+post, stock flow scripts
make -C /OpenROAD-flow-scripts/flow DESIGN_CONFIG=/design/flow/config.mk WORK_HOME=/design/flow/orfs finish
--- flow/config.mk ---
export PLATFORM = sky130hd
export DESIGN_NAME = addsub
export DESIGN_NICKNAME = addsub
export VERILOG_FILES = /design/flow/design.v
export SDC_FILE = /design/flow/constraint.sdc
export NUM_CORES = 4
export LEC_CHECK = 1
export CORE_AREA = 10 10 70 70
export DIE_AREA = 0 0 80 80
==> flow_summary.html <==
<h3>Flow metrics</h3>
<table>
<tr><th>Metric</th><th>Value</th></tr>
<tr><th colspan="2">Outcome</th></tr>
<tr><td>Status</td><td>finished clean</td></tr>
<tr><th colspan="2">Floorplan</th></tr>
<tr><td>Std-Cell Rows</td><td>21</td></tr>
<tr><td>Total die size</td><td>6400 sq um</td></tr>
<tr><td>Number of placed I/O pins</td><td>13</td></tr>
<tr><td>Die height</td><td>about 80 microns</td></tr>
<tr><td>Chip Width</td><td>roughly 80 microns</td></tr>
<tr><td>Standard cell core area</td><td>~3400 sq um</td></tr>
<tr><td>Initial core utilization</td><td>approximately 4.2%</td></tr>
<tr><th colspan="2">Critical path</th></tr>
<tr><td>Type of destination of the critical path</td><td>output port</td></tr>
<tr><td>Critical Path Start</td><td>operand_b[0]</td></tr>
<tr><td>Arrival time of data at the critical path endpoint</td><td>between 3 and 4 ns</td></tr>
<tr><td>Class of the most critical setup path</td><td>in -&gt; out</td></tr>
<tr><td>Startpoint types</td><td>input pin</td></tr>
<tr><td>Highest net fanout along the worst path</td><td>2</td></tr>
<tr><td>Required time of the critical path</td><td>between 3 and 4 ns</td></tr>
<tr><th colspan="2">Power and ir drop</th></tr>
<tr><td>Power per unit of standard cell area</td><td>~140 nW/um^2</td></tr>
<tr><td>Share of power burned in combinational logic</td><td>around 100%</td></tr>
<tr><td>Overall Power</td><td>between 40 and 50 uW</td></tr>
<tr><td>Switching Fraction</td><td>a little under a third</td></tr>
<tr><td>Largest vdd supply drop</td><td>between 0.00002 and 0.000025 V</td></tr>
<tr><td>Net Switching</td><td>around 13 uW</td></tr>
<tr><td>Sequential cell fraction of total power</td><td>0%</td></tr>
<tr><td>Cell-internal power</td><td>roughly 30 uW</td></tr>
<tr><td>Static leakage</td><td>about 0.00011 uW</td></tr>
<tr><td>Part of the power in the clock network</td><td>0%</td></tr>
<tr><th colspan="2">Min path</th></tr>
<tr><td>Worst hold-check path type</td><td>in -&gt; out</td></tr>
<tr><td>Hold Startpoint</td><td>operand_a[0]</td></tr>
<tr><td>Hold path depth</td><td>3</td></tr>
<tr><td>Hold Path End</td><td>result[0]</td></tr>
<tr><th colspan="2">Synthesis</th></tr>
<tr><td>Top cell type's share of synthesized area</td><td>27.8%</td></tr>
<tr><td>Post-synth top area cell</td><td>sky130_fd_sc_hd__fa_1</td></tr>
<tr><td>Yosys stat cell total</td><td>16</td></tr>
<tr><td>Register share after synthesis</td><td>0%</td></tr>
<tr><td>Area of the mapped netlist</td><td>around 140 sq um</td></tr>
<tr><td>Chip area in the Yosys report</td><td>144 sq um</td></tr>
<tr><td>Top area cells in the synthesized netlist</td><td>sky130_fd_sc_hd__fa_1, sky130_fd_sc_hd__buf_4, sky130_fd_sc_hd__xnor2_1</td></tr>
<tr><td>Number of standard cells after synthesis</td><td>16</td></tr>
<tr><td>Distinct cell type count after synthesis</td><td>6</td></tr>
<tr><td>Yosys top cell by instances</td><td>sky130_fd_sc_hd__buf_4</td></tr>
<tr><td>Mean Syn Cell Area</td><td>~9.0 sq um</td></tr>
<tr><td>Synth top cells by count</td><td>sky130_fd_sc_hd__buf_4, sky130_fd_sc_hd__inv_1, sky130_fd_sc_hd__xnor2_1, sky130_fd_sc_hd__xor2_1, sky130_fd_sc_hd__fa_1</td></tr>
<tr><td>Warning count from the yosys run</td><td>0</td></tr>
<tr><th colspan="2">Clock tree</th></tr>
<tr><td>Number of buffers added for setup after CTS</td><td>0</td></tr>
<tr><td>CTS-repair resized insts</td><td>0</td></tr>
<tr><td>CTS Hold Buffers Added</td><td>0</td></tr>
<tr><th colspan="2">GRT</th></tr>
<tr><td>Aggregate global routing overflow</td><td>0</td></tr>
<tr><td>Vias in the first global route</td><td>~140</td></tr>
<tr><td>Initial antenna violation count</td><td>0</td></tr>
<tr><td>First-pass GRT wire length</td><td>between 700 and 800 microns</td></tr>
<tr><td>GRT Overall Usage</td><td>1.50%</td></tr>
<tr><td>Maximum number of pins on one net before global-route repair</td><td>5</td></tr>
<tr><th colspan="2">STA</th></tr>
<tr><td>RSZ-0062 raised after global routing</td><td>false</td></tr>
<tr><td>Achievable clock frequency</td><td>259 MHz</td></tr>
<tr><td>Setup Viol. Count Final</td><td>0</td></tr>
<tr><td>Final count of hold timing violations</td><td>0</td></tr>
<tr><td>Final TNS setup</td><td>0 ns</td></tr>
<tr><td>Worst slew margin</td><td>around 87%</td></tr>
<tr><td>Final critical path time including I/O delays and setup</td><td>3.86 ns</td></tr>
<tr><td>Number of pins exceeding their max-slew limit in the final report</td><td>0</td></tr>
<tr><td>Share of the clock period used by the worst path</td><td>between 90% and 100%</td></tr>
<tr><td>Slew at the pin closest to its max-slew limit</td><td>around 0.19 ns</td></tr>
<tr><th colspan="2">Routing</th></tr>
<tr><td>Drt initial violations</td><td>0</td></tr>
<tr><td>Total number of vias</td><td>around 120</td></tr>
<tr><td>Total wire length after detailed routing</td><td>~510 microns</td></tr>
<tr><td>DR pass1 iterations</td><td>1</td></tr>
<tr><td>Antenna-violating nets left</td><td>0</td></tr>
<tr><td>Antenna fix cells</td><td>0</td></tr>
<tr><td>Avg Vias per Cell</td><td>between 1.5 and 2</td></tr>
<tr><td>Number of remaining DRC errors</td><td>0</td></tr>
<tr><td>Detail-routed net length per standard cell</td><td>between 7 and 8 microns</td></tr>
<tr><th colspan="2">Finish</th></tr>
<tr><td>Reg area</td><td>0 sq um</td></tr>
<tr><td>Footprint of the multi-input gates</td><td>just over 100 sq um</td></tr>
<tr><td>Flop Count</td><td>0</td></tr>
<tr><td>Cell area after layout</td><td>302 sq um</td></tr>
<tr><td># clk buffers</td><td>0</td></tr>
<tr><td>Area growth from synthesis to layout</td><td>110%</td></tr>
<tr><td>Filler instances</td><td>roughly 400</td></tr>
<tr><td>Layout cells sized above 1</td><td>0%</td></tr>
<tr><th colspan="2">Place</th></tr>
<tr><td>Placed standard-cell area</td><td>around 300 sq um</td></tr>
<tr><td>Number of buffers added on ports</td><td>13</td></tr>
<tr><td>Final estimated routing congestion in global placement</td><td>about 0.73</td></tr>
<tr><th colspan="2">Run</th></tr>
<tr><td>Max-cap violations</td><td>0</td></tr>
<tr><td>OpenROAD warnings</td><td>32</td></tr>
</table>
[critical path: stages]
cell and delay (ns):
sky130_fd_sc_hd__clkdlybuf4s50_1 0.51, sky130_fd_sc_hd__mux2i_1 0.25, sky130_fd_sc_hd__fa_1 0.19, sky130_fd_sc_hd__inv_1 0.05, sky130_fd_sc_hd__fa_1 0.40, sky130_fd_sc_hd__xor2_1 0.16
sky130_fd_sc_hd__xnor2_1 0.20, sky130_fd_sc_hd__clkdlybuf4s50_1 0.51
[logic make-up after synthesis]
kind of cell / Yosys count / share of synthesized area, %
xor+xnor: 6 / 36.5
fa+ha+maj: 2 / 27.8
buf+inv: 7 / 28.7
mux: 1 / 6.96
[power by group through the flow]
stage | clock network, uW | logic, uW | registers (uW)
4_1_cts | 0 | 44.5 | 0
5_1_grt | 0 | 48.3 | 0
6_report | 0 | 43.5 | 0
[per-stage QoR]
stage | util (%) | setup slack, ns | std cells | hold slack (ns)
2_1_floorplan | - | 1.16 | 16 | 1.75
3_3_place_gp | 8.83 | 0.190 | 71 | 2.59
3_5_place_dp | 8.83 | 0.129 | 71 | 2.60
4_1_cts | 8.83 | 0.126 | 71 | 2.60
5_1_grt | 8.83 | 0.00920 | 71 | 2.64
6_report | 8.83 | 0.144 | 71 | 2.58
[area by class of cell]
cell class,instances,area share [%]
repair buffers,13,43.2
multi-input cells,9,34.0
well taps,46,19.1
inverters,3,3.73
[routing by layer]
| layer | vias to the layer above | track usage [%] | wire [microns] |
|---|---|---|---|
| li1 | 60 | - | - |
| met1 | 48 | 2.06 | 241 |
| met2 | 10 | 1.69 | 152 |
| met3 | 0 | 1.48 | 116 |
| met4 | 0 | 0 | 0 |
| met5 | - | 0 | 0 |
[layout by cell type (no fill, tap or decap)]
cell / instances
sky130_fd_sc_hd__fa_1: 2
sky130_fd_sc_hd__inv_1: 3
sky130_fd_sc_hd__xnor2_1: 3
sky130_fd_sc_hd__xor2_1: 3
sky130_fd_sc_hd__clkdlybuf4s50_1: 13
sky130_fd_sc_hd__mux2i_1: 1
[worst max-delay path by stage]
stage | end | slack [ns] | depth (start not counted)
finish | result[3] | 0.14 | 8
global route | result[3] | 0.009 | 8
CTS | result[3] | 0.13 | 8
Power figures rest on the tool's default switching activity, not on a simulated workload.
